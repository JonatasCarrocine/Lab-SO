[run.sh]
#!/bin/bash
# OpenROAD 26Q1-2900-gdf79404cd8, Yosys 0.63+post, stock flow scripts
make -C /OpenROAD-flow-scripts/flow DESIGN_CONFIG=/design/flow/config.mk WORK_HOME=/design/flow/orfs finish
[config.mk]
export PLATFORM = sky130hd
export DESIGN_NAME = lcd_integrado
export DESIGN_NICKNAME = lcd_integrado
export VERILOG_FILES = /design/flow/design.v
export SDC_FILE = /design/flow/constraint.sdc
export NUM_CORES = 4
export LEC_CHECK = 1
export CORE_UTILIZATION = 30
[constraint.sdc]
current_design lcd_integrado

set clk_period 3.5
set clk_io_pct 0.2

create_clock -name clk0 -period $clk_period [get_ports {CLOCK_50}]

set non_clock_inputs [all_inputs -no_clocks]
set_input_delay [expr $clk_period * $clk_io_pct] -clock clk0 $non_clock_inputs
set_output_delay [expr $clk_period * $clk_io_pct] -clock clk0 [all_outputs]
[design.v]
module lcd_integrado (
    input  wire CLOCK_50,           
	 input wire [3:0] SW,
	 input wire [1:0] KEY,
    output wire [7:0] LCD_DATA,     
    output wire LCD_EN,             
    output wire LCD_RS,             
    output wire LCD_RW,             
    output wire LCD_ON,             
    output wire LCD_BLON,            
	 output reg EXEC_PROG,
	 output reg [3:0] LED_PROG
);
assign LCD_ON   = 1'b1;
assign LCD_BLON = 1'b1;
assign LCD_RW   = 1'b0;   
reg [7:0] message [0:11];
reg [7:0] msg2 [0:15];
reg [7:0] msg3 [0:12];
reg [7:0] msg4 [0:10];
reg [7:0] msg5 [0:13];
reg [7:0] msg6 [0:15];
initial begin
	 message[0]  = " ";    message[1]  = " ";	 message[2]  = " ";    message[3]  = "L";
    message[4]  = "a";    message[5]  = "b";    message[6]  = " ";    message[7]  = "d";
    message[8]  = "e";    message[9]  = " ";    message[10]  = "S";	 message[11]  = "O";
	 msg2[0] = " ";	 msg2[1] = " ";	 msg2[2] = " ";	 msg2[3] = "J";    msg2[4] = "o";
    msg2[5] = "n";    msg2[6] = "a";    msg2[7] = "t";	 msg2[8] = "a";	 msg2[9] = "s";
	 msg2[10] = " ";	 msg2[11] = "-";	 msg2[12] = ">";	 msg2[13] = "S";	 msg2[14] = "W";
	 msg2[15] = "0";
    msg3[0] = " ";    msg3[1] = " ";    msg3[2] = "1";    msg3[3] = " ";    msg3[4] = "-";
    msg3[5] = " ";    msg3[6] = "N";    msg3[7] = " ";    msg3[8] = "P";    msg3[9] = "R";
    msg3[10] = "E";	 msg3[11] = "M";	 msg3[12] = "P";
    msg4[0] = " ";    msg4[1] = " ";    msg4[2] = "2";    msg4[3] = " ";    msg4[4] = "-";
    msg4[5] = " ";    msg4[6] = "P";    msg4[7] = "R";    msg4[8] = "E";    msg4[9] = "M";
    msg4[10] = "P";
    msg5[0] = "S";    msg5[1] = "e";    msg5[2] = "l";    msg5[3] = "e";    msg5[4] = "c";
    msg5[5] = "i";    msg5[6] = "o";    msg5[7] = "n";    msg5[8] = "e";    msg5[9] = " ";
    msg5[10] = "P"; 	 msg5[11] = "r";	msg5[12] = "o"; 	 msg5[13] = "g";
    msg6[0] = "E";    msg6[1] = "x";    msg6[2] = "e";    msg6[3] = "c";    msg6[4] = "u";
    msg6[5] = "t";    msg6[6] = "a";    msg6[7] = "n";    msg6[8] = "d";    msg6[9] = "o";
    msg6[10] = " "; 	 msg6[11] = "P";	 msg6[12] = "r"; 	 msg6[13] = "o";   msg6[14] = "g";
	 msg6[15] = "s";
end
reg [20:0] counter;
always @(posedge CLOCK_50)
    counter <= counter + 1;
wire enable_pulse = (counter == 21'd0);
reg [6:0] state = 0;
reg [4:0] char_index = 0;  
reg [7:0] lcd_data_reg;
reg       lcd_rs_reg;
reg       lcd_en_reg;
assign LCD_DATA = lcd_data_reg;
assign LCD_RS   = lcd_rs_reg;
assign LCD_EN   = lcd_en_reg;
always @(posedge CLOCK_50) begin
    if (enable_pulse) begin
        case (state)
            0: begin
                lcd_data_reg <= 8'h38;  
                lcd_rs_reg   <= 0;
                lcd_en_reg   <= 1;
                state <= 1;
            end
            1: begin lcd_en_reg <= 0; state <= 2; end
            2: begin
                lcd_data_reg <= 8'h0C;  
                lcd_rs_reg   <= 0; lcd_en_reg   <= 1;
                state <= 3;
            end
            3: begin lcd_en_reg <= 0; state <= 4; end
            4: begin
                lcd_data_reg <= 8'h01;  
                lcd_rs_reg   <= 0; lcd_en_reg   <= 1;
                state <= 5;
            end
            5: begin lcd_en_reg <= 0; char_index <= 0; state <= 6; end
            6: begin
                lcd_data_reg <= message[char_index];  
                lcd_rs_reg   <= 1; lcd_en_reg   <= 1;
                state <= 7;
            end
            7: begin
                lcd_en_reg <= 0;
                if (char_index == 11)
                    state <= 8;   
                else begin
                    char_index <= char_index + 1;
                    state <= 6;
                end
            end
            8: begin
                lcd_data_reg <= 8'hC0;  
                lcd_rs_reg   <= 0;
                lcd_en_reg   <= 1;
                state <= 9;
            end
            9: begin lcd_en_reg <= 0; char_index <= 0; state <= 10; end
            10: begin
                lcd_data_reg <= msg2[char_index];
                lcd_rs_reg   <= 1;
                lcd_en_reg   <= 1;
                state <= 11;
            end
            11: begin
                lcd_en_reg <= 0;
                if (char_index == 15)
                    state <= 12;  
                else begin
                    char_index <= char_index + 1;
                    state <= 10;
                end
            end
            12: begin
                lcd_en_reg <= 0;
                lcd_rs_reg <= 0;
                lcd_data_reg <= 8'h00;
					 if (SW[0] == 1 && KEY[0]==1)
							state <= 13;  
            end
            13: begin
					lcd_data_reg <= 8'h01;
					lcd_rs_reg <= 0;
					lcd_en_reg <= 1;
					state <= 14;
				end
            14: begin
					lcd_en_reg <= 0;
					char_index <= 0;
					state <= 15;
				end
            15: begin
					lcd_data_reg <= msg3[char_index];
					lcd_rs_reg <= 1;
					lcd_en_reg <= 1;
					state <= 16;
				end
            16: begin
                lcd_en_reg <= 0;
                if (char_index == 12) state <= 17;
                else begin char_index <= char_index + 1; state <= 15; end
            end
            17: begin
                lcd_data_reg <= 8'hC0;  
                lcd_rs_reg   <= 0; lcd_en_reg   <= 1; state <= 18;
            end
            18: begin lcd_en_reg <= 0; char_index <= 0; state <= 19; end
            19: begin
                lcd_data_reg <= msg4[char_index];
                lcd_rs_reg   <= 1;
                lcd_en_reg   <= 1;
                state <= 20;
            end
            20: begin
                lcd_en_reg <= 0;
                if (char_index == 10)
                    state <= 21;  
                else begin
                    char_index <= char_index + 1;
                    state <= 19;
                end
            end
            21: begin
                lcd_en_reg <= 0;
                lcd_rs_reg <= 0;
                lcd_data_reg <= 8'h00;
					 if (SW[0] == 1 && KEY[0]==1)
							state <= 22;  
					 if (SW[1] == 1 && KEY[0]==1)
							state <= 27;  
            end
            22: begin
					lcd_data_reg <= 8'h01;
					lcd_rs_reg <= 0; lcd_en_reg <= 1;
					state <= 23;
				end
            23: begin
					lcd_en_reg <= 0; char_index <= 0;
					state <= 24;
				end
            24: begin
					lcd_data_reg <= msg5[char_index];
					lcd_rs_reg <= 1;
					lcd_en_reg <= 1;
					state <= 25;
				end
            25: begin
                lcd_en_reg <= 0;
                if (char_index == 13) state <= 26;  
                else begin char_index <= char_index + 1; state <= 24; end
            end
            26: begin
                lcd_en_reg <= 0;
                lcd_rs_reg <= 0;
                lcd_data_reg <= 8'h00;
					 if (SW[0] == 1 && KEY[0]==1) begin
							EXEC_PROG <= 1;  
							LED_PROG <= 4'b0001;
					 end
					 if (SW[3] == 1 && KEY[0]==1)
							state <= 13;  
            end
            27: begin
					lcd_data_reg <= 8'h01;
					lcd_rs_reg <= 0; lcd_en_reg <= 1;
					state <= 28;
				end
            28: begin
					lcd_en_reg <= 0; char_index <= 0;
					state <= 29;
				end
            29: begin
					lcd_data_reg <= msg6[char_index];
					lcd_rs_reg <= 1;
					lcd_en_reg <= 1;
					state <= 30;
				end
            30: begin
                lcd_en_reg <= 0;
                if (char_index == 15) state <= 31;  
                else begin char_index <= char_index + 1; state <= 29; end
            end
            31: begin
                lcd_en_reg <= 0;
                lcd_rs_reg <= 0;
                lcd_data_reg <= 8'h00;
					 if (SW[3] == 1 && KEY[0]==1)
							state <= 13;  
            end
            default: state <= 0;
        endcase
    end
end
endmodule
==> impl_results.html <==
<h3>Flow metrics</h3>
<table>
<tr><th>Metric</th><th>Value</th></tr>
<tr><th colspan="2">Routing</th></tr>
<tr><td>Drt total wl</td><td>8970 µm</td></tr>
<tr><td>Detailed Route Iter0 Violations</td><td>225</td></tr>
<tr><td>Count of antenna diodes in the layout</td><td>0</td></tr>
<tr><td>Number of vias per cell after detailed routing</td><td>5.67</td></tr>
<tr><td>Number of detailed-routing iterations run before antenna repair</td><td>17</td></tr>
<tr><td>Drc violations</td><td>0</td></tr>
<tr><td>Vias</td><td>3335</td></tr>
<tr><td>Remaining antenna violation count after routing</td><td>0</td></tr>
<tr><td>Wirelength per Cell</td><td>15.2 µm</td></tr>
<tr><th colspan="2">Global routing</th></tr>
<tr><td>Via count of the first global-routing pass</td><td>2960</td></tr>
<tr><td>Maximum number of pins on one net before global-route repair</td><td>46</td></tr>
<tr><td>Total global-route track usage</td><td>14.7%</td></tr>
<tr><td>First-pass GRT wire length</td><td>14900 µm</td></tr>
<tr><td>Congestion Overflow GR</td><td>0</td></tr>
<tr><td>Antenna violations before repair</td><td>0</td></tr>
<tr><th colspan="2">Final timing</th></tr>
<tr><td>Upper clock frequency limit</td><td>0.349 GHz</td></tr>
<tr><td>Unrepaired setup endpoints after global routing</td><td>false</td></tr>
<tr><td>Setup violations, final</td><td>0</td></tr>
<tr><td>Min setup slack post-route</td><td>0.631 ns</td></tr>
<tr><td>Part of the cycle the worst path needs</td><td>82.0%</td></tr>
<tr><td>Aggregate negative setup slack</td><td>0 ns</td></tr>
<tr><td>Worst Max-Slew Pin Slew</td><td>0.743 ns</td></tr>
<tr><td>Min Clock Period, post-route</td><td>2.87 ns</td></tr>
<tr><td>Remaining max-slew budget at the tightest pin</td><td>50.5%</td></tr>
<tr><td>Final Max Slew Viols</td><td>0</td></tr>
<tr><td>Count of endpoints failing hold in the final timing report</td><td>0</td></tr>
<tr><td>Final setup skew</td><td>0.00761 ns</td></tr>
<tr><th colspan="2">Setup path</th></tr>
<tr><td>Capture point of the worst reg-to-reg path</td><td>state[1]</td></tr>
<tr><td>Arr. time, crit path</td><td>2.89 ns</td></tr>
<tr><td>CP Launch Type</td><td>flip-flop</td></tr>
<tr><td>Setup slack of the most critical reg-to-reg path</td><td>0.63 ns</td></tr>
<tr><td>Worst R2R Path Depth</td><td>8</td></tr>
<tr><td>Largest incremental delay on the critical path</td><td>0.78 ns</td></tr>
<tr><td>Worst Path Class, Setup</td><td>flip-flop to flip-flop</td></tr>
<tr><td>Critical-path cell with the highest stage delay</td><td>sky130_fd_sc_hd__edfxtp_1</td></tr>
<tr><td>Capturing element type of the critical path</td><td>flip-flop</td></tr>
<tr><td>Data required time at the worst endpoint</td><td>3.52 ns</td></tr>
<tr><td>Crit path buf inv count</td><td>1</td></tr>
<tr><td>Cell type group with the largest total delay on the critical path</td><td>flip-flops</td></tr>
<tr><td>Worst R2R Start</td><td>char_index[1]</td></tr>
<tr><td>Most numerous cell on the critical path</td><td>sky130_fd_sc_hd__ha_1</td></tr>
<tr><td>Critical path, cell by cell</td><td>ha_1, inv_1, nor2_1, ha_1, nand2_1, a21boi_0, a2111oi_0, or4_1</td></tr>
<tr><td>Highest fanout seen on the critical path</td><td>20</td></tr>
<tr><th colspan="2">Yosys</th></tr>
<tr><td>FF+latch count, synth</td><td>41</td></tr>
<tr><td>Seq/Total Area, Yosys</td><td>28.0%</td></tr>
<tr><td>Summed standard-cell area reported by yosys</td><td>3640 µm²</td></tr>
<tr><td>Yosys stat cell total</td><td>450</td></tr>
<tr><td>Cell count after synthesis</td><td>450</td></tr>
<tr><td>Post-Synthesis Cell Area</td><td>3640 µm²</td></tr>
<tr><td>Number of synthesized flops with an enable pin</td><td>20</td></tr>
<tr><td>Number of distinct library cell variants in the gate-level netlist after synthesis</td><td>77</td></tr>
<tr><td>Top FF cell, synth</td><td>sky130_fd_sc_hd__dfxtp_1</td></tr>
<tr><td>Mean area per synthesized cell</td><td>8.10 µm²</td></tr>
<tr><td>Yosys warns</td><td>1</td></tr>
<tr><td>Async set or reset register ratio after synthesis</td><td>0%</td></tr>
<tr><th colspan="2">Floorplanning</th></tr>
<tr><td>Die W</td><td>112 µm</td></tr>
<tr><td>I/O pin cnt</td><td>25</td></tr>
<tr><td>Core Density at Floorplan</td><td>31.4%</td></tr>
<tr><td>Die span in y</td><td>112 µm</td></tr>
<tr><td>Total die size</td><td>12600 µm²</td></tr>
<tr><td>Placement Rows</td><td>39</td></tr>
<tr><td>Area of the core region</td><td>11600 µm²</td></tr>
<tr><th colspan="2">CTS</th></tr>
<tr><td>Number of buffers inserted by hold repair at cts</td><td>0</td></tr>
<tr><td>Number of sinks driven by the clock tree</td><td>41</td></tr>
<tr><td>TritonCTS clock tree</td><td>done</td></tr>
<tr><td>Number of buffers inserted by post-CTS setup repair</td><td>0</td></tr>
<tr><td>Cts bufs inserted</td><td>5</td></tr>
<tr><td>CTS clock-pin slew for the worst setup and hold paths</td><td>0.06 ns</td></tr>
<tr><td>Clock latency reported for the late side of the worst-skew pair</td><td>0.29 ns</td></tr>
<tr><td>Root buffer cell</td><td>sky130_fd_sc_hd__clkbuf_16</td></tr>
<tr><td>CTS H-tree lvls</td><td>2</td></tr>
<tr><td>Worst-case clock buffer depth</td><td>2</td></tr>
<tr><td>Post-cts gate resize count</td><td>0</td></tr>
<tr><th colspan="2">Outcome</th></tr>
<tr><td>Result of the run</td><td>complete, no violations</td></tr>
<tr><th colspan="2">Placed design</th></tr>
<tr><td>Buffers added on ports</td><td>14</td></tr>
<tr><td>DP Worst Slack</td><td>0.675 ns</td></tr>
<tr><td>Placer Congestion</td><td>0.899</td></tr>
<tr><td>Final HPWL from detailed placement</td><td>6240 µm</td></tr>
<tr><td>Instance area after placement</td><td>3810 µm²</td></tr>
<tr><th colspan="2">Cells and area</th></tr>
<tr><td>Post-layout util</td><td>34.1%</td></tr>
<tr><td>Share of layout cells above drive strength 1</td><td>7.42%</td></tr>
<tr><td>Fin area</td><td>3960 µm²</td></tr>
<tr><td>Number of flip-flops in the largest register</td><td>21</td></tr>
<tr><td>Area added between synthesis and finish</td><td>8.55%</td></tr>
<tr><th colspan="2">Power and ir drop</th></tr>
<tr><td>P_leak</td><td>1.34 nW</td></tr>
<tr><td>Maximum VDD drop</td><td>0.000151 V</td></tr>
<tr><td>PwrDens</td><td>246 nW/µm²</td></tr>
<tr><th colspan="2">Hold path</th></tr>
<tr><td>Hold Path Class</td><td>flip-flop to flip-flop</td></tr>
<tr><td>Cell count of the worst hold path</td><td>1</td></tr>
<tr><td>Worst min-delay path startpoint</td><td>counter[0]</td></tr>
<tr><td>End point of the worst hold path</td><td>counter[0]</td></tr>
<tr><th colspan="2">Flow run</th></tr>
<tr><td>Count of warning messages emitted by the tools</td><td>36</td></tr>
<tr><td>Tally of max-capacitance violations</td><td>0</td></tr>
</table>
==> final cells by class <==
type | instances | area, µm²
Timing Repair Buffer | 23 | 208
Clock inverter | 3 | 23.8
Multi-Input combinational cell | 361 | 2350
Tap cell | 143 | 179
Fill cell | 1184 | 7660
Clock buffer | 5 | 125
Sequential cell | 41 | 1020
Inverter | 12 | 45.0
==> layout by cell type, fill, tap and decap left out, types with 8 or more instances in the layout <==
cell type	n
sky130_fd_sc_hd__nand4_1	13
sky130_fd_sc_hd__xnor2_1	19
sky130_fd_sc_hd__nand2_1	37
sky130_fd_sc_hd__o21ai_1	9
sky130_fd_sc_hd__ha_1	13
sky130_fd_sc_hd__inv_1	10
sky130_fd_sc_hd__a31oi_1	9
sky130_fd_sc_hd__edfxtp_1	20
sky130_fd_sc_hd__clkdlybuf4s50_1	14
sky130_fd_sc_hd__o21ai_0	24
sky130_fd_sc_hd__conb_1	8
sky130_fd_sc_hd__nor3_1	11
sky130_fd_sc_hd__buf_4	9
sky130_fd_sc_hd__nand2b_1	17
sky130_fd_sc_hd__nor2_1	29
sky130_fd_sc_hd__o22ai_1	10
sky130_fd_sc_hd__nand3_1	18
sky130_fd_sc_hd__dfxtp_1	21
sky130_fd_sc_hd__a21oi_1	21
sky130_fd_sc_hd__nor2b_1	12
==> per-layer routing <==
metal	track usage [%]	vias up	wire, µm
li1	-	1656	-
met1	22.4	1533	4050
met2	22.1	135	4120
met3	2.86	11	695
met4	2.76	0	106
met5	0	-	0
==> cells in the mapped netlist (5+ instances only) <==
cell | count | area share [%]
sky130_fd_sc_hd__nor2_1 | 29 | 3.0
sky130_fd_sc_hd__a21boi_0 | 5 | 1.0
sky130_fd_sc_hd__nor4_1 | 6 | 1.0
sky130_fd_sc_hd__nor2b_1 | 12 | 2.1
sky130_fd_sc_hd__o21ai_0 | 24 | 3.3
sky130_fd_sc_hd__inv_1 | 10 | 1.0
sky130_fd_sc_hd__a31oi_1 | 9 | 1.5
sky130_fd_sc_hd__nand2b_1 | 17 | 2.9
sky130_fd_sc_hd__nand3_1 | 18 | 2.5
sky130_fd_sc_hd__o22ai_1 | 10 | 1.7
sky130_fd_sc_hd__ha_1 | 13 | 4.5
sky130_fd_sc_hd__a21oi_1 | 21 | 2.9
sky130_fd_sc_hd__nor3_1 | 11 | 1.5
sky130_fd_sc_hd__buf_4 | 17 | 3.5
sky130_fd_sc_hd__xnor2_1 | 19 | 4.6
sky130_fd_sc_hd__buf_2 | 20 | 2.7
sky130_fd_sc_hd__o211ai_1 | 6 | 1.2
sky130_fd_sc_hd__nand2_1 | 37 | 3.8
sky130_fd_sc_hd__dfxtp_1 | 21 | 12
sky130_fd_sc_hd__o21ai_1 | 9 | 1.2
sky130_fd_sc_hd__edfxtp_1 | 20 | 16
sky130_fd_sc_hd__nand4_1 | 13 | 2.2
==> where the power goes <==
| group | switching (mW) | internal [mW] |
|---|---|---|
| sequential | 0 | 0.498 |
| clock | 0.199 | 0.270 |
| combinational | 0.00230 | 0.00483 |
==> kinds of logic (layout without fill, tap and decap cells) <==
family	count (synthesis)	in the layout	share of synthesized area, %
other	2	8	0.206
buffers and inverters	54	43	8.00
XOR/XNOR	24	24	5.97
adder cells (fa/ha/maj)	13	13	4.46
flip-flops	41	41	28.0
AND-OR/OR-AND	133	133	24.6
multiplexers	2	2	0.618
AND/OR/NAND/NOR	181	181	28.1
==> stage by stage <==
| step | cells | hold slack [ns] | power, mW |
|---|---|---|---|
| after global placement | 580 | 0.444 | 0.516 |
| after CTS | 588 | 0.463 | 0.989 |
| after detailed placement | 580 | 0.447 | 0.516 |
| after floorplan | 456 | 0.419 | 0.517 |
| after global routing | 588 | 0.479 | 1.02 |
| final | 588 | 0.459 | 0.974 |
==> worst max path at each step <==
stage | startpoint | endpoint | slack (ns) | cells past startpoint
CTS | char_index[1] | state[1] | 0.64 | 8
global route | char_index[1] | state[1] | 0.40 | 8
finish | char_index[1] | state[1] | 0.63 | 8
Power figures rest on the tool's default switching activity, not on a simulated workload.
