<file path="design/flow/run.sh">
#!/bin/bash
# OpenROAD 26Q1-2900-gdf79404cd8, Yosys 0.63+post, stock flow scripts
make -C /OpenROAD-flow-scripts/flow DESIGN_CONFIG=/design/flow/config.mk WORK_HOME=/design/flow/orfs finish
</file>
<file path="design/flow/config.mk">
export PLATFORM = sky130hd
export DESIGN_NAME = memInstrucao
export DESIGN_NICKNAME = memInstrucao
export VERILOG_FILES = /design/flow/design.v
export SDC_FILE = /design/flow/constraint.sdc
export NUM_CORES = 4
export LEC_CHECK = 1
export CORE_AREA = 10 10 88 88
export DIE_AREA = 0 0 98 98
export SYNTH_MEMORY_MAX_BITS = 65536
</file>
<file path="design/flow/constraint.sdc">
current_design memInstrucao

set clk_period 1.6
set clk_io_pct 0.2

create_clock -name clk0 -period $clk_period [get_ports {clock}]

set non_clock_inputs [all_inputs -no_clocks]
set_input_delay [expr $clk_period * $clk_io_pct] -clock clk0 $non_clock_inputs
set_output_delay [expr $clk_period * $clk_io_pct] -clock clk0 [all_outputs]
</file>
<file path="design/flow/design.v">
module memInstrucao (endInstr, pcInstr, posMem, clock);
	parameter SIZE= 500;
	input [31:0] endInstr;
	input clock;
	output reg [31:0] pcInstr;  
	output reg [31:0] posMem;  
	reg [31:0] mem [SIZE-1:0];
	reg primeiro_ciclo = 1;
	initial
	begin
		mem[0] = 32'b001101_00000_11011_0000000000000000; 
		mem[1] = 32'b001101_00000_11100_0000000000100000; 
		mem[2] = 32'b001101_00000_11101_0000000000101111; 
		mem[3] = 32'b010111_00000000000000000000000000; 
	end
	always @(posedge clock) begin
		if(primeiro_ciclo) begin
			pcInstr <= mem[0];  
			posMem <= 32'b0;
			primeiro_ciclo <= 0;
		end else begin
			pcInstr <= mem[endInstr];  
			posMem <= endInstr;
		end
	end
endmodule
</file>
==> results.json <==
{
  "antenna_found_initial": 0,
  "io_buffers": 77,
  "power.density_nw_per_um2": 904,
  "htree_levels": 2,
  "yosys_area_sq_um": 1280,
  "core_sq_um": 5920,
  "die_area_sq_um": 9600,
  "cp_slowest_cell": "clkdlybuf4s50_1",
  "synth_cell_types": 13,
  "drive_gt1_frac": 0.0428,
  "fillers": 595,
  "fin_crit_ns": 1.43,
  "rows": 28,
  "post_cts_buffers": 0,
  "path_buffers": 1,
  "min_path_type": "flop to flop",
  "ir_worst_vdd_v": 0.000288,
  "grt.total_usage": 0.0629,
  "fin_skew_ns": 0.00608,
  "cts_tree": "built",
  "syn-cell-area_sq_um": 1280,
  "cp-start-kind": "flop",
  "topCellsByArea": "dfxtp_1 (61%), nor2b_1 (16%), buf_4 (15%)",
  "warnings": 25,
  "p_leak_nw": 0.843,
  "grt_pass1_wl_um": 4930,
  "cp_cell_sequence": "clkdlybuf4s50_1",
  "die_w_um": 98,
  "path_class": "flop to output pin",
  "syn_to_final_growth_pct": 62.8,
  "hold_buffers": 0,
  "drt_wl_total_um": 3060,
  "die_h_um": 98,
  "clk-insertion-delay-late_ns": 0.28,
  "clkTransAtPathRegs_ns": 0.07,
  "gp_congestion": 0.718,
  "rsz0062_at_grt": "false",
  "cpPeakStageDelay_ns": 0.48,
  "antenna_left": 0,
  "finalMaxSlewViolations": 0,
  "ys_cells": 112,
  "dpl_cell_area_sq_um": 2010,
  "routedWlPerCell_um": 11.7,
  "yosys.area.top_type_share": 0.608,
  "ys.flops": 39,
  "setup_viol": 0,
  "status": "completed",
  "yosysWarnings": 1,
  "num_io_pins": 97,
  "drt_iter0_markers": 17,
  "stdcell_area_sq_um": 2090,
  "clock-sinks": 39,
  "first_pass_iters": 4,
  "synth_top_cell_by_area": "dfxtp_1",
  "cts_buffers": 5,
  "grt_overflow_total": 0,
  "finalClockPeriodUsage": 0.894,
  "core_util_floorplan": 0.217,
  "grt_pass1_vias": 921,
  "route.detailed.drc": 0,
  "grt_max_degree": 33,
  "vias_per_cell": 3.26,
  "hold_viol": 0,
  "cts-root-buf": "clkbuf_8",
  "cp_top_family": "buffers and inverters",
  "finalSetupTns_ns": 0,
  "crit_arrival_ns": 1.11,
  "vias": 855,
  "cap_violations": 0,
  "ctsLongestPathBuffers": 2,
  "critPathRequiredTime_ns": 1.28,
  "timing.fmax_ghz": 0.699,
  "syn_avg_cell_area_sq_um": 11.5,
  "ctsResizeCount": 0,
  "synthCells": 112,
  "diodes": 0,
  "postSynthSeqShare": 0.608,
  "end_kind": "output pin",
  "cp_max_fo": 4
}
==> flip-flops by register name, summed over array words and instances (netlist names) <==
register,count
primeiro_ciclo,1
pcInstr,6
posMem,32
==> power by group <==
group / internal, mW / switching, mW / total [mW]
clock: 0.306 / 0.313 / 0.619
sequential: 1.02 / 0.0167 / 1.04
combinational: 0.189 / 0.0446 / 0.234
==> layout by cell type, fill, tap and decap left out <==
master           count
nor3b_1              1
buf_12               1
nand3b_1             1
buf_4                1
and3b_1              1
clkinv_2             1
nor2b_1             33
conb_1              20
clkdlybuf4s50_1     77
ha_1                 1
dfxtp_1             39
clkbuf_8             5
nand2b_1             1
inv_1                2
clkbuf_1             2
or2_1                1
==> synthesized netlist by cell type, drive strengths merged <==
library cell  instances
nand2b                1
ha                    1
buf                  30
conb                  2
inv                   2
nor2b                33
nor3b                 1
nand3b                1
or2                   1
and3b                 1
dfxtp                39
==> path summary, 6_finish.rpt <==
kind / end / start / slack [ns] / cells after the start
max: pcInstr[2] / pcInstr[3] / 0.17 / 1
max reg2reg: pcInstr[27] / primeiro_ciclo / 0.59 / 2
min reg2reg: posMem[20] / primeiro_ciclo / 0.55 / 1
min: posMem[20] / primeiro_ciclo / 0.55 / 1
==> kinds of logic (layout without fill, tap and decap cells) <==
logic type,Yosys count,count (layout),share of synthesized area
fa+ha+maj,1,1,0.00974
buf+inv,32,89,0.188
flops,39,39,0.608
other cells,2,20,0.00584
simple gates,38,38,0.189
==> area by class of cell <==
cell class / instances / area, sq um / area share
Multi-Input combinational cell: 59 / 330 / 0.158
Clock inverter: 1 / 5.00 / 0.00239
Clock buffer: 7 / 76.3 / 0.0365
Inverter: 2 / 7.51 / 0.00359
Timing Repair Buffer: 79 / 798 / 0.382
Tap cell: 75 / 93.8 / 0.0449
Sequential cell: 39 / 781 / 0.373
==> per-layer routing <==
layer  vias to the layer above  routed length, um  share of wire  track usage
met5                         -                  0              0            0
met4                         0                 45          0.015      0.00783
met3                         5                466           0.15       0.0455
met2                        63               1260           0.41       0.0934
met1                       353               1290           0.42       0.0743
li1                        434                  -              -            -
==> metrics by stage <==
stage | setup slack (ns) | utilization | power [mW] | hold slack, ns | cells
floorplan | 0.768 | - | 1.14 | 0.393 | 130
global placement | 0.211 | 0.340 | 1.30 | 0.541 | 254
detailed placement | 0.207 | 0.340 | 1.30 | 0.554 | 254
CTS | 0.139 | 0.353 | 1.95 | 0.565 | 262
global route | 0.0870 | 0.353 | 2.00 | 0.570 | 262
finish | 0.170 | 0.353 | 1.89 | 0.548 | 262
==> worst register-to-register path: cells and delay by family (launching register included) <==
kind	cells	cell delay [ns]
flip-flops	1	0.49
buffers and inverters	1	0.23
AND/OR/NAND/NOR	1	0.20
Power is estimated from default activity; no workload was simulated.
